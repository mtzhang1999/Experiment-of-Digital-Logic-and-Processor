[design/flow/config.mk]
export PLATFORM = sky130hd
export DESIGN_NAME = UART_MEM
export DESIGN_NICKNAME = UART_MEM
export VERILOG_FILES = /design/flow/design.v
export SDC_FILE = /design/flow/constraint.sdc
export NUM_CORES = 4
export LEC_CHECK = 1
export CORE_UTILIZATION = 40
export SYNTH_MEMORY_MAX_BITS = 65536
[design/flow/constraint.sdc]
current_design UART_MEM

set clk_period 351.0
set clk_io_pct 0.2

create_clock -name clk0 -period $clk_period [get_ports {clk}]

set non_clock_inputs [all_inputs -no_clocks]
set_input_delay [expr $clk_period * $clk_io_pct] -clock clk0 $non_clock_inputs
set_output_delay [expr $clk_period * $clk_io_pct] -clock clk0 [all_outputs]
[design/flow/design.v]
`timescale 1ns / 1ps
module UART_MEM(
    input clk,       
    input rst,       
    input mem2uart,  
    output reg recv_done,    
    output reg send_done,    
    input Rx_Serial,
    output Tx_Serial
    );
    parameter CLKS_PER_BIT = 16'd10417;   
    parameter MEM_SIZE = 512;
    wire Rx_DV;
    wire [7:0] Rx_Byte;
    uart_rx #(.CLKS_PER_BIT(CLKS_PER_BIT)) uart_rx_inst
        (.i_Clock(clk),
         .i_Rx_Serial(Rx_Serial),
         .o_Rx_DV(Rx_DV),
         .o_Rx_Byte(Rx_Byte)
         );
    reg Tx_DV;
    reg [7:0] Tx_Byte;
    wire Tx_Active;
    wire Tx_Done;
    uart_tx #(.CLKS_PER_BIT(CLKS_PER_BIT)) uart_tx_inst
        (.i_Clock(clk),
         .i_Tx_DV(Tx_DV),
         .i_Tx_Byte(Tx_Byte),
         .o_Tx_Active(Tx_Active),
         .o_Tx_Serial(Tx_Serial),
         .o_Tx_Done(Tx_Done)
         );
    reg [15:0] addr0;
    reg rd_en0;
    reg wr_en0;
    wire [31:0] rdata0;
    reg [31:0] wdata0;
    mem #(.MEM_SIZE(MEM_SIZE)) mem0 (
        .clk(clk),  
        .addr(addr0), 
        .rd_en(rd_en0), 
        .wr_en(wr_en0), 
        .rdata(rdata0), 
        .wdata(wdata0)
        );
    reg [15:0] addr1;
    reg rd_en1;
    reg wr_en1;
    wire [31:0] rdata1;
    reg [31:0] wdata1;
    mem #(.MEM_SIZE(MEM_SIZE)) mem1 (
        .clk(clk), 
        .addr(addr1), 
        .rd_en(1'b1), 
        .wr_en(wr_en1), 
        .rdata(rdata1), 
        .wdata(wdata1)
        );
    reg [2:0] byte_cnt;
    reg [31:0] word;
    reg [31:0] cntByteTime;
    always@(posedge clk)begin
        if(rst)begin
            addr0 <= 16'd0;
            rd_en0 <= 1'b0;
            wr_en0 <= 1'b0;
            wdata0 <= 32'd0;
            addr1 <= 16'd0;
            rd_en1 <= 1'b0;
            wr_en1 <= 1'b0;
            wdata1 <= 32'd0;
            byte_cnt <= 3'd0;
            word <= 32'd0;
            recv_done <= 1'b0;
            cntByteTime <= 32'd0;
            Tx_DV <= 1'b0;
            Tx_Byte <= 8'd0;
            send_done <= 1'b0;
        end
        else
        begin
            if(Rx_DV)begin
                if(byte_cnt == 3'd3)begin
                    byte_cnt <= 3'd0;
                    if(addr0 < MEM_SIZE)begin
                        addr0 <= addr0+1'b1;
                        wr_en0 <= 1'b1;
                        wr_en1 <= 1'b0;
                        wdata0 <= {Rx_Byte,word[23:0]};
                    end
                    else begin
                        if(addr1 < MEM_SIZE)begin
                            addr1 <= addr1+1'b1;
                            wr_en0 <= 1'b0;
                            wr_en1 <= 1'b1;
                            wdata1 <= {Rx_Byte,word[23:0]};
                        end
                    end
                end
                else begin
                    byte_cnt <= byte_cnt+1'b1;
                    if(byte_cnt==3'd0) word[7:0] <= Rx_Byte;
                    else if(byte_cnt==3'd1) word[15:8] <= Rx_Byte;
                    else if(byte_cnt==3'd2) word[23:16] <= Rx_Byte;
                    else;
                    wr_en0 <= 1'b0;
                    wr_en1 <= 1'b0;
                end
            end
            else begin
                wr_en0 <= 1'b0;
                wr_en1 <= 1'b0;
                if(addr1 == MEM_SIZE && recv_done == 1'b0)begin   
                    recv_done <= 1'b1;
                    addr1 <= 16'd0;
                    byte_cnt <= 3'd0;
                end
            end
            if(mem2uart==1'b1)begin
                if(cntByteTime == CLKS_PER_BIT*20 && send_done==1'b0)begin   
                    cntByteTime <= 32'd0;
                    if(addr1 != 16'd0) Tx_DV <= 1'b1;
                    if(byte_cnt==3'd0) Tx_Byte <= rdata1[7:0];
                    else if(byte_cnt==3'd1) Tx_Byte <= rdata1[15:8];
                    else if(byte_cnt==3'd2) Tx_Byte <= rdata1[23:16];
                    else if(byte_cnt==3'd3) Tx_Byte <= rdata1[31:24];
                    else;
                    if(byte_cnt == 3'd3)begin
                        byte_cnt <= 3'd0;
                        if(addr1 < MEM_SIZE)begin
                            addr1 <= addr1+1'b1;
                        end
                        else begin
                            send_done <= 1'b1;
                        end
                    end
                    else begin
                        byte_cnt <= byte_cnt+1'b1;    
                    end
                end
                else begin
                    cntByteTime <= cntByteTime+1'b1;         
                    Tx_DV <= 1'b0;
                end
            end       
        end
    end
endmodule
`timescale 1ns / 1ps
module mem
#(parameter MEM_SIZE = 512)
(
    input clk,
    input [15:0] addr,
    input rd_en,
    input wr_en,
    output reg [31:0] rdata,
    input [31:0] wdata
    );
    reg [31:0] memData [MEM_SIZE:1];
    always@(posedge clk)begin
     begin
            if(wr_en) memData[addr] <= wdata;
            if(rd_en)  rdata <=  memData[addr];
            else rdata<= 32'd0; 
        end
    end
endmodule
`timescale 1ns / 1ps
module uart_rx 
  #(parameter CLKS_PER_BIT = 10417)
  (
   input        i_Clock,         
   input        i_Rx_Serial,
   output       o_Rx_DV,
   output [7:0] o_Rx_Byte
   );
  parameter s_IDLE         = 3'b000;
  parameter s_RX_START_BIT = 3'b001;
  parameter s_RX_DATA_BITS = 3'b010;
  parameter s_RX_STOP_BIT  = 3'b011;
  parameter s_CLEANUP      = 3'b100;
  reg           r_Rx_Data_R = 1'b1;
  reg           r_Rx_Data   = 1'b1;
  reg [15:0]     r_Clock_Count = 0;
  reg [2:0]     r_Bit_Index   = 0;  
  reg [7:0]     r_Rx_Byte     = 0;
  reg           r_Rx_DV       = 0;
  reg [2:0]     r_SM_Main     = 0;
  always @(posedge i_Clock)
    begin
      r_Rx_Data_R <= i_Rx_Serial;
      r_Rx_Data   <= r_Rx_Data_R;
    end
  always @(posedge i_Clock)
    begin
      case (r_SM_Main)
        s_IDLE :
          begin
            r_Rx_DV       <= 1'b0;
            r_Clock_Count <= 0;
            r_Bit_Index   <= 0;
            if (r_Rx_Data == 1'b0)           
              r_SM_Main <= s_RX_START_BIT;
            else
              r_SM_Main <= s_IDLE;
          end
        s_RX_START_BIT :
          begin
            if (r_Clock_Count == (CLKS_PER_BIT-1)/2)
              begin
                if (r_Rx_Data == 1'b0)
                  begin
                    r_Clock_Count <= 0;   
                    r_SM_Main     <= s_RX_DATA_BITS;
                  end
                else
                  r_SM_Main <= s_IDLE;
              end
            else
              begin
                r_Clock_Count <= r_Clock_Count + 1;
                r_SM_Main     <= s_RX_START_BIT;
              end
          end  
        s_RX_DATA_BITS :
          begin
            if (r_Clock_Count < CLKS_PER_BIT-1)
              begin
                r_Clock_Count <= r_Clock_Count + 1;
                r_SM_Main     <= s_RX_DATA_BITS;
              end
            else
              begin
                r_Clock_Count          <= 0;
                r_Rx_Byte[r_Bit_Index] <= r_Rx_Data;
                if (r_Bit_Index < 7)
                  begin
                    r_Bit_Index <= r_Bit_Index + 1;
                    r_SM_Main   <= s_RX_DATA_BITS;
                  end
                else
                  begin
                    r_Bit_Index <= 0;
                    r_SM_Main   <= s_RX_STOP_BIT;
                  end
              end
          end  
        s_RX_STOP_BIT :
          begin
            if (r_Clock_Count < CLKS_PER_BIT-1)
              begin
                r_Clock_Count <= r_Clock_Count + 1;
                r_SM_Main     <= s_RX_STOP_BIT;
              end
            else
              begin
                r_Rx_DV       <= 1'b1;
                r_Clock_Count <= 0;
                r_SM_Main     <= s_CLEANUP;
              end
          end  
        s_CLEANUP :
          begin
            r_SM_Main <= s_IDLE;
            r_Rx_DV   <= 1'b0;
          end
        default :
          r_SM_Main <= s_IDLE;
      endcase
    end   
  assign o_Rx_DV   = r_Rx_DV;
  assign o_Rx_Byte = r_Rx_Byte;
endmodule  
`timescale 1ns / 1ps
module uart_tx 
  #(parameter CLKS_PER_BIT = 10417)
  (
   input       i_Clock,
   input       i_Tx_DV,
   input [7:0] i_Tx_Byte, 
   output      o_Tx_Active,
   output reg  o_Tx_Serial,
   output      o_Tx_Done
   );
  parameter s_IDLE         = 3'b000;
  parameter s_TX_START_BIT = 3'b001;
  parameter s_TX_DATA_BITS = 3'b010;
  parameter s_TX_STOP_BIT  = 3'b011;
  parameter s_CLEANUP      = 3'b100;
  reg [2:0]    r_SM_Main     = 0;
  reg [15:0]    r_Clock_Count = 0;
  reg [2:0]    r_Bit_Index   = 0;
  reg [7:0]    r_Tx_Data     = 0;
  reg          r_Tx_Done     = 0;
  reg          r_Tx_Active   = 0;
  always @(posedge i_Clock)
    begin
      case (r_SM_Main)
        s_IDLE :
          begin
            o_Tx_Serial   <= 1'b1;          
            r_Tx_Done     <= 1'b0;
            r_Clock_Count <= 0;
            r_Bit_Index   <= 0;
            if (i_Tx_DV == 1'b1)
              begin
                r_Tx_Active <= 1'b1;
                r_Tx_Data   <= i_Tx_Byte;
                r_SM_Main   <= s_TX_START_BIT;
              end
            else
              r_SM_Main <= s_IDLE;
          end  
        s_TX_START_BIT :
          begin
            o_Tx_Serial <= 1'b0;
            if (r_Clock_Count < CLKS_PER_BIT-1)
              begin
                r_Clock_Count <= r_Clock_Count + 1;
                r_SM_Main     <= s_TX_START_BIT;
              end
            else
              begin
                r_Clock_Count <= 0;
                r_SM_Main     <= s_TX_DATA_BITS;
              end
          end  
        s_TX_DATA_BITS :
          begin
            o_Tx_Serial <= r_Tx_Data[r_Bit_Index];
            if (r_Clock_Count < CLKS_PER_BIT-1)
              begin
                r_Clock_Count <= r_Clock_Count + 1;
                r_SM_Main     <= s_TX_DATA_BITS;
              end
            else
              begin
                r_Clock_Count <= 0;
                if (r_Bit_Index < 7)
                  begin
                    r_Bit_Index <= r_Bit_Index + 1;
                    r_SM_Main   <= s_TX_DATA_BITS;
                  end
                else
                  begin
                    r_Bit_Index <= 0;
                    r_SM_Main   <= s_TX_STOP_BIT;
                  end
              end
          end  
        s_TX_STOP_BIT :
          begin
            o_Tx_Serial <= 1'b1;
            if (r_Clock_Count < CLKS_PER_BIT-1)
              begin
                r_Clock_Count <= r_Clock_Count + 1;
                r_SM_Main     <= s_TX_STOP_BIT;
              end
            else
              begin
                r_Tx_Done     <= 1'b1;
                r_Clock_Count <= 0;
                r_SM_Main     <= s_CLEANUP;
                r_Tx_Active   <= 1'b0;
              end
          end  
        s_CLEANUP :
          begin
            r_Tx_Done <= 1'b1;
            r_SM_Main <= s_IDLE;
          end
        default :
          r_SM_Main <= s_IDLE;
      endcase
    end
  assign o_Tx_Active = r_Tx_Active;
  assign o_Tx_Done   = r_Tx_Done;
endmodule
[design/flow/run.sh]
#!/bin/bash
# OpenROAD 26Q1-2900-gdf79404cd8, Yosys 0.63+post, stock flow scripts
make -C /OpenROAD-flow-scripts/flow DESIGN_CONFIG=/design/flow/config.mk WORK_HOME=/design/flow/orfs finish
==> insert_results.sql <==
-- generated from flow reports
INSERT INTO impl_metrics (metric_group, metric, value, unit) VALUES
('synthesis', 'post-synth-top-count-cell', 'edfxtp_1', ''),
('placement', 'globalplace.congestion', '0.985', ''),
('synthesis', 'enable_flop_cells', '16400', ''),
('die', 'core-area', '1.58', 'mm²'),
('routing', 'vias', '345000', ''),
('synthesis', 'synth_top_area_share', '0.779', ''),
('grt', 'antenna_found_initial', '167', ''),
('sta', 'finalSetupTns', '0', 'ns'),
('synthesis', 'xor_area_frac', '0.000912', ''),
('final_layout', 'final_cell_area', '0.724', 'mm²'),
('final_layout', 'syn2layout_area_growth', '14.2', '%'),
('synthesis', 'ys_sh_mux', '0.133', ''),
('power_and_ir_drop', 'p_leak', '216', 'nW'),
('clock_network', 'tritoncts_num_sinks', '16600', ''),
('die', 'chipArea', '1.59', 'mm²'),
('sta', 'fmax', '13.7', 'MHz'),
('die', 'die_h', '1260', 'µm'),
('sta', 'final.period_utilization', '0.208', ''),
('power_and_ir_drop', 'relative_contribution_of_combinational_cells_to_total_power', '0.001', ''),
('run_status', 'outcome', 'finished with violations', ''),
('synthesis', 'topCombFamilyByArea', 'multiplexers', ''),
('power_and_ir_drop', 'power.density', '5.34', 'mW/mm²'),
('synthesis', 'synth.yosys.seq_area_share', '0.784', ''),
('synthesis', 'ys_seq_elements', '16600', ''),
('setup_path', 'cp_num_buf_inv', '1', ''),
('setup_path', 'timing.critical_path.from', 'recv_done$_SDFFE_PP0P_', ''),
('die', 'floorplan.core_util', '0.401', ''),
('setup_path', 'timing.critical_path.depth', '1', ''),
('synthesis', 'post_synth_inst_count', '33800', ''),
('die', 'standard_cell_rows', '462', ''),
('routing', 'drt_first_pass_iters', '9', ''),
('clock_network', 'cts_post_setup_buffers_inserted', '0', ''),
('routing', 'post-route-drc-count', '0', ''),
('routing', 'drt-initial-drc-count', '25500', ''),
('routing', 'route.final.wire_length', '2150000', 'µm'),
('setup_path', 'r2r-start', 'addr1[1]$_SDFF_PP0_', ''),
('synthesis', 'synthesis.yosys.warnings', '4', ''),
('setup_path', 'worst_path_maximum_fanout', '4', ''),
('setup_path', 'timing.setup.critical_path_class', 'reg -> out', ''),
('clock_network', 'clock_tree.buffer_depth', '6', ''),
('final_layout', 'post_layout_nonfiller_instances', '58200', ''),
('final_layout', 'final_layout_size_suffix_gt1_frac', '0.152', ''),
('synthesis', 'list_of_most_frequent_post_synthesis_cells', 'edfxtp_1, mux2i_1, o22ai_1, buf_2, nor2_1', ''),
('placement', 'numPortBuffers', '6', ''),
('sta', 'total_count_of_hold_check_failures_in_the_final_report', '0', ''),
('setup_path', 'worstSetupEndpoint', 'recv_done', ''),
('synthesis', 'syn_area', '0.634', 'mm²'),
('sta', 'post-route-min-period', '72.95', 'ns'),
('synthesis', 'async_flop_share', '0', ''),
('synthesis', 'synth_adder_area_share', '0.000395', ''),
('synthesis', 'synth-cells-yosys', '33800', ''),
('power_and_ir_drop', 'design_power_total', '3.87', 'mW'),
('synthesis', 'yosys-stat-area', '0.634', 'mm²'),
('run_status', 'violated_checks', 'max-capacitance violations, max-slew violations', ''),
('hold_path', 'min-delay-path-class', 'reg -> reg', ''),
('setup_path', 'arrival', '2.75', 'ns'),
('grt', 'pin_count_of_the_biggest_net_entering_global_routing', '134', ''),
('sta', 'report.final.slew_viol_count', '17', ''),
('job', 'timing.max_cap.violations', '2', ''),
('setup_path', 'worst-r2r-cell-count', '19', ''),
('routing', 'detail_route.vias_per_cell', '5.93', ''),
('job', 'tool_warnings', '73', ''),
('setup_path', 'critical-path-slowest-cell', 'clkdlybuf4s50_1', ''),
('synthesis', 'synth_compound_gate_area_share', '0.0438', ''),
('setup_path', 'timing.critical_path.cells', 'clkdlybuf4s50_1', ''),
('synthesis', 'syn_avg_cell_area', '18.8', 'µm²'),
('power_and_ir_drop', 'seq_power_share', '0.555', ''),
('sta', 'rsz0062_at_grt', 'no', ''),
('power_and_ir_drop', 'pwr-share-clk', '0.444', ''),
('setup_path', 'cp-start-kind', 'register', ''),
('clock_network', 'number_of_buffers_created_by_cts', '1685', '');
-- power by group through the flow --
stage     clock network, mW  registers, mW  logic (mW)
4_1_cts                1.73           2.15     0.00267
5_1_grt                1.81           2.15     0.00291
6_report               1.72           2.15     0.00264
-- worst min-delay path by stage --
stage,from,end,slack (ns),depth (start not counted)
finish,uart_rx_inst.r_Rx_Data_R$_DFF_P_,uart_rx_inst.r_Rx_Data$_DFF_P_,0.33,0
CTS,uart_rx_inst.r_Rx_Data_R$_DFF_P_,uart_rx_inst.r_Rx_Data$_DFF_P_,0.33,0
global route,uart_rx_inst.r_Rx_Data_R$_DFF_P_,uart_rx_inst.r_Rx_Data$_DFF_P_,0.34,0
-- logic make-up (layout without fill, tap and decap cells) --
kind of cell	Yosys count	count (layout)
other	1	351
buffers and inverters	2017	5011
XOR/XNOR	66	66
AND/OR/NAND/NOR	2808	2808
adder cells (fa/ha/maj)	20	20
flip-flops	16600	16600
multiplexers	7809	7809
AND-OR/OR-AND	4439	4439
-- metrics by stage --
stage | util | hold slack (ns)
after floorplan | - | 0.310
after global placement | 0.424 | 0.318
after detailed placement | 0.424 | 0.316
after CTS | 0.457 | 0.333
after global routing | 0.458 | 0.340
final | 0.458 | 0.330
-- layer usage --
metal | wire [µm] | vias to the layer above | track usage
met5 | 18200 | - | 0.0978
met1 | 576000 | 168000 | 0.273
met3 | 495000 | 5371 | 0.299
met4 | 132000 | 384 | 0.139
met2 | 929000 | 29800 | 0.395
li1 | - | 142000 | -
-- final cells by class --
type	instances	area (µm²)
Clock inverter	927	7830
Antenna cell	349	873
Sequential cell	16600	497000
Timing Repair Buffer	1986	15600
Clock buffer	2064	44200
Inverter	34	149
Fill cell	129000	857000
Tap cell	21100	26400
Multi-Input combinational cell	15100	131000
-- registers in the layout (all words and copies together), names as in the netlist, 3 cells and up --
register	flops
mem1.memData	16384
cntByteTime	32
mem1.rdata	32
wdata1	32
word	24
addr0	16
addr1	16
uart_rx_inst.r_Clock_Count	16
uart_tx_inst.r_Clock_Count	16
Tx_Byte	8
uart_rx_inst.r_Rx_Byte	8
uart_tx_inst.r_Tx_Data	8
byte_cnt	3
uart_rx_inst.r_Bit_Index	3
uart_rx_inst.r_SM_Main	3
uart_tx_inst.r_Bit_Index	3
uart_tx_inst.r_SM_Main	3
-- worst reg2reg max path: stages (launching register included) --
cell and delay (ns):
dfxtp_4 0.78, buf_4 0.67, buf_12 0.52, buf_4 0.90, buf_4 0.82, buf_12 0.53
buf_4 0.66, buf_4 0.70, buf_4 0.75, buf_4 0.68, buf_4 0.70, buf_4 0.70
buf_4 0.83, mux2i_1 0.28, o22ai_1 0.11, nor4_1 0.28, nand3_1 0.15, a21oi_1 1.19
or4_1 1.12, a21oi_1 0.11
-- layout by cell type (no fill, tap or decap), types with 22 or more instances in the layout --
cell type / n
dfxtp_1: 134
clkinv_2: 322
clkbuf_1: 345
buf_4: 1925
bufinv_16: 129
mux2i_1: 7208
a22oi_1: 42
dfxtp_4: 41
nor2_1: 344
edfxtp_1: 16400
diode_2: 349
or4_1: 22
o21ai_0: 194
nand2_1: 455
nand3_1: 240
xnor2_1: 28
nor3_1: 178
a211oi_1: 72
mux4_2: 459
xor2_1: 38
buf_12: 56
mux2_2: 142
o211ai_1: 22
nand4_1: 47
nor2b_1: 27
and3_1: 42
clkbuf_16: 1709
o2111ai_1: 24
clkinv_1: 388
a21oi_1: 396
a31oi_1: 70
nand2_4: 46
nor2_4: 530
o22ai_1: 3415
nor4_1: 730
inv_1: 28
clkinvlp_4: 44
Power figures rest on the tool's default switching activity, not on a simulated workload.
