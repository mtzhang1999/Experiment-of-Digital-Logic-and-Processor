[flow/config.mk]
export PLATFORM = sky130hd
export DESIGN_NAME = UART_MEM_COM
export DESIGN_NICKNAME = UART_MEM_COM
export VERILOG_FILES = /design/flow/design.v
export SDC_FILE = /design/flow/constraint.sdc
export NUM_CORES = 4
export LEC_CHECK = 1
export CORE_UTILIZATION = 30
export SYNTH_MEMORY_MAX_BITS = 65536
[flow/constraint.sdc]
current_design UART_MEM_COM

set clk_period 351.1
set clk_io_pct 0.2

create_clock -name clk0 -period $clk_period [get_ports {clk}]

set non_clock_inputs [all_inputs -no_clocks]
set_input_delay [expr $clk_period * $clk_io_pct] -clock clk0 $non_clock_inputs
set_output_delay [expr $clk_period * $clk_io_pct] -clock clk0 [all_outputs]
[flow/design.v]
`timescale 1ns / 1ps
module UART_MEM_COM(
    input clk,       
    input rst,       
    input mem2uart,  
    output reg recv_done,    
    output reg send_done,    
    input Rx_Serial,
    output Tx_Serial,
    input COM     
    );
    parameter CLKS_PER_BIT = 16'd10417;   
    parameter MEM_SIZE = 512;
    wire Rx_DV;
    wire [7:0] Rx_Byte;
    uart_rx #(.CLKS_PER_BIT(CLKS_PER_BIT)) uart_rx_inst
        (.i_Clock(clk),
         .i_Rx_Serial(Rx_Serial),
         .o_Rx_DV(Rx_DV),
         .o_Rx_Byte(Rx_Byte)
         );
    reg Tx_DV;
    reg [7:0] Tx_Byte;
    wire Tx_Active;
    wire Tx_Done;
    uart_tx #(.CLKS_PER_BIT(CLKS_PER_BIT)) uart_tx_inst
        (.i_Clock(clk),
         .i_Tx_DV(Tx_DV),
         .i_Tx_Byte(Tx_Byte),
         .o_Tx_Active(Tx_Active),
         .o_Tx_Serial(Tx_Serial),
         .o_Tx_Done(Tx_Done)
         );
    reg [15:0] addr0;
    reg rd_en0;
    reg wr_en0;
    wire [31:0] rdata0;
    reg [31:0] wdata0;
    mem #(.MEM_SIZE(MEM_SIZE)) mem0 (
        .clk(clk),  
        .addr(addr0), 
        .rd_en(rd_en0), 
        .wr_en(wr_en0), 
        .rdata(rdata0), 
        .wdata(wdata0)
        );
    reg [15:0] addr1;
    reg rd_en1;
    reg wr_en1;
    wire [31:0] rdata1;
    reg [31:0] wdata1;
    mem #(.MEM_SIZE(MEM_SIZE)) mem1 (
        .clk(clk), 
        .addr(addr1), 
        .rd_en(1'b1), 
        .wr_en(wr_en1), 
        .rdata(rdata1), 
        .wdata(wdata1)
        );
    reg [1:0] COM_state;
    reg [2:0] byte_cnt;
    reg [31:0] word;
    reg [31:0] cntByteTime;
    always@(posedge clk)begin
        if(rst)begin
            addr0 <= 16'd0;
            rd_en0 <= 1'b0;
            wr_en0 <= 1'b0;
            wdata0 <= 32'd0;
            addr1 <= 16'd0;
            rd_en1 <= 1'b0;
            wr_en1 <= 1'b0;
            wdata1 <= 32'd0;
            byte_cnt <= 3'd0;
            word <= 32'd0;
            recv_done <= 1'b0;
            cntByteTime <= 32'd0;
            Tx_DV <= 1'b0;
            Tx_Byte <= 8'd0;
            send_done <= 1'b0;
            COM_state <= 2'b11;
        end
        else if (~COM)
        begin
            if(Rx_DV)begin
                if(byte_cnt == 3'd3)begin
                    byte_cnt <= 3'd0;
                    if(addr0 < MEM_SIZE)begin
                        addr0 <= addr0+1'b1;
                        wr_en0 <= 1'b1;
                        wr_en1 <= 1'b0;
                        wdata0 <= {Rx_Byte,word[23:0]};
                    end
                    else begin
                        if(addr1 < MEM_SIZE)begin
                            addr1 <= addr1+1'b1;
                            wr_en0 <= 1'b0;
                            wr_en1 <= 1'b1;
                            wdata1 <= {Rx_Byte,word[23:0]};
                        end
                    end
                end
                else begin
                    byte_cnt <= byte_cnt+1'b1;
                    if(byte_cnt==3'd0) word[7:0] <= Rx_Byte;
                    else if(byte_cnt==3'd1) word[15:8] <= Rx_Byte;
                    else if(byte_cnt==3'd2) word[23:16] <= Rx_Byte;
                    else;
                    wr_en0 <= 1'b0;
                    wr_en1 <= 1'b0;
                end
            end
            else begin
                wr_en0 <= 1'b0;
                wr_en1 <= 1'b0;
                if(addr1 == MEM_SIZE && recv_done == 1'b0 && mem2uart==1'b0)begin   
                    recv_done <= 1'b1;
                    addr1 <= 16'd0;
                    byte_cnt <= 3'd0;
                end
            end
            if(mem2uart==1'b1)begin
                if(cntByteTime == CLKS_PER_BIT*20 && send_done==1'b0)begin   
                    cntByteTime <= 32'd0;
                    if(addr1 != 16'd0) Tx_DV <= 1'b1;
                    if(byte_cnt==3'd0) Tx_Byte <= rdata1[7:0];
                    else if(byte_cnt==3'd1) Tx_Byte <= rdata1[15:8];
                    else if(byte_cnt==3'd2) Tx_Byte <= rdata1[23:16];
                    else if(byte_cnt==3'd3) Tx_Byte <= rdata1[31:24];
                    else;
                    if(byte_cnt == 3'd3)begin
                        byte_cnt <= 3'd0;
                        if(addr1 < MEM_SIZE)begin
                            addr1 <= addr1+1'b1;
                        end
                        else begin
                            send_done <= 1'b1;
                        end
                    end
                    else begin
                        byte_cnt <= byte_cnt+1'b1;    
                    end
                end
                else begin
                    cntByteTime <= cntByteTime+1'b1;         
                    Tx_DV <= 1'b0;
                end
            end       
        end
        else begin
            wdata1 <= ~rdata1;
            case(COM_state)
                2'b00: begin
                    COM_state <= 2'b01;
                    wr_en1 <= 1'b0;
                end
                2'b01: begin
                    COM_state <= 2'b10;
                    wr_en1 <= 1'b1;
                end
                2'b10: begin
                    wr_en1 <= 1'b1;
                    if(addr1 == MEM_SIZE && recv_done == 1'b0) begin
                        recv_done <= 1'b1;
                    end
                    COM_state <= 2'b11;
                end
                2'b11: begin
                    addr1 <= addr1 + 1'b1;
                    wr_en1 <= 1'b0;
                    COM_state <= 2'b00;
                end
            endcase
        end
    end
endmodule
`timescale 1ns / 1ps
module mem
#(parameter MEM_SIZE = 512)
(
    input clk,
    input [15:0] addr,
    input rd_en,
    input wr_en,
    output reg [31:0] rdata,
    input [31:0] wdata
    );
    reg [31:0] memData [MEM_SIZE:1];
    always@(posedge clk)begin
     begin
            if(wr_en) memData[addr] <= wdata;
            if(rd_en)  rdata <=  memData[addr];
            else rdata<= 32'd0; 
        end
    end
endmodule
`timescale 1ns / 1ps
module uart_rx 
  #(parameter CLKS_PER_BIT = 10417)
  (
   input        i_Clock,         
   input        i_Rx_Serial,
   output       o_Rx_DV,
   output [7:0] o_Rx_Byte
   );
  parameter s_IDLE         = 3'b000;
  parameter s_RX_START_BIT = 3'b001;
  parameter s_RX_DATA_BITS = 3'b010;
  parameter s_RX_STOP_BIT  = 3'b011;
  parameter s_CLEANUP      = 3'b100;
  reg           r_Rx_Data_R = 1'b1;
  reg           r_Rx_Data   = 1'b1;
  reg [15:0]     r_Clock_Count = 0;
  reg [2:0]     r_Bit_Index   = 0;  
  reg [7:0]     r_Rx_Byte     = 0;
  reg           r_Rx_DV       = 0;
  reg [2:0]     r_SM_Main     = 0;
  always @(posedge i_Clock)
    begin
      r_Rx_Data_R <= i_Rx_Serial;
      r_Rx_Data   <= r_Rx_Data_R;
    end
  always @(posedge i_Clock)
    begin
      case (r_SM_Main)
        s_IDLE :
          begin
            r_Rx_DV       <= 1'b0;
            r_Clock_Count <= 0;
            r_Bit_Index   <= 0;
            if (r_Rx_Data == 1'b0)           
              r_SM_Main <= s_RX_START_BIT;
            else
              r_SM_Main <= s_IDLE;
          end
        s_RX_START_BIT :
          begin
            if (r_Clock_Count == (CLKS_PER_BIT-1)/2)
              begin
                if (r_Rx_Data == 1'b0)
                  begin
                    r_Clock_Count <= 0;   
                    r_SM_Main     <= s_RX_DATA_BITS;
                  end
                else
                  r_SM_Main <= s_IDLE;
              end
            else
              begin
                r_Clock_Count <= r_Clock_Count + 1;
                r_SM_Main     <= s_RX_START_BIT;
              end
          end  
        s_RX_DATA_BITS :
          begin
            if (r_Clock_Count < CLKS_PER_BIT-1)
              begin
                r_Clock_Count <= r_Clock_Count + 1;
                r_SM_Main     <= s_RX_DATA_BITS;
              end
            else
              begin
                r_Clock_Count          <= 0;
                r_Rx_Byte[r_Bit_Index] <= r_Rx_Data;
                if (r_Bit_Index < 7)
                  begin
                    r_Bit_Index <= r_Bit_Index + 1;
                    r_SM_Main   <= s_RX_DATA_BITS;
                  end
                else
                  begin
                    r_Bit_Index <= 0;
                    r_SM_Main   <= s_RX_STOP_BIT;
                  end
              end
          end  
        s_RX_STOP_BIT :
          begin
            if (r_Clock_Count < CLKS_PER_BIT-1)
              begin
                r_Clock_Count <= r_Clock_Count + 1;
                r_SM_Main     <= s_RX_STOP_BIT;
              end
            else
              begin
                r_Rx_DV       <= 1'b1;
                r_Clock_Count <= 0;
                r_SM_Main     <= s_CLEANUP;
              end
          end  
        s_CLEANUP :
          begin
            r_SM_Main <= s_IDLE;
            r_Rx_DV   <= 1'b0;
          end
        default :
          r_SM_Main <= s_IDLE;
      endcase
    end   
  assign o_Rx_DV   = r_Rx_DV;
  assign o_Rx_Byte = r_Rx_Byte;
endmodule  
`timescale 1ns / 1ps
module uart_tx 
  #(parameter CLKS_PER_BIT = 10417)
  (
   input       i_Clock,
   input       i_Tx_DV,
   input [7:0] i_Tx_Byte, 
   output      o_Tx_Active,
   output reg  o_Tx_Serial,
   output      o_Tx_Done
   );
  parameter s_IDLE         = 3'b000;
  parameter s_TX_START_BIT = 3'b001;
  parameter s_TX_DATA_BITS = 3'b010;
  parameter s_TX_STOP_BIT  = 3'b011;
  parameter s_CLEANUP      = 3'b100;
  reg [2:0]    r_SM_Main     = 0;
  reg [15:0]    r_Clock_Count = 0;
  reg [2:0]    r_Bit_Index   = 0;
  reg [7:0]    r_Tx_Data     = 0;
  reg          r_Tx_Done     = 0;
  reg          r_Tx_Active   = 0;
  always @(posedge i_Clock)
    begin
      case (r_SM_Main)
        s_IDLE :
          begin
            o_Tx_Serial   <= 1'b1;          
            r_Tx_Done     <= 1'b0;
            r_Clock_Count <= 0;
            r_Bit_Index   <= 0;
            if (i_Tx_DV == 1'b1)
              begin
                r_Tx_Active <= 1'b1;
                r_Tx_Data   <= i_Tx_Byte;
                r_SM_Main   <= s_TX_START_BIT;
              end
            else
              r_SM_Main <= s_IDLE;
          end  
        s_TX_START_BIT :
          begin
            o_Tx_Serial <= 1'b0;
            if (r_Clock_Count < CLKS_PER_BIT-1)
              begin
                r_Clock_Count <= r_Clock_Count + 1;
                r_SM_Main     <= s_TX_START_BIT;
              end
            else
              begin
                r_Clock_Count <= 0;
                r_SM_Main     <= s_TX_DATA_BITS;
              end
          end  
        s_TX_DATA_BITS :
          begin
            o_Tx_Serial <= r_Tx_Data[r_Bit_Index];
            if (r_Clock_Count < CLKS_PER_BIT-1)
              begin
                r_Clock_Count <= r_Clock_Count + 1;
                r_SM_Main     <= s_TX_DATA_BITS;
              end
            else
              begin
                r_Clock_Count <= 0;
                if (r_Bit_Index < 7)
                  begin
                    r_Bit_Index <= r_Bit_Index + 1;
                    r_SM_Main   <= s_TX_DATA_BITS;
                  end
                else
                  begin
                    r_Bit_Index <= 0;
                    r_SM_Main   <= s_TX_STOP_BIT;
                  end
              end
          end  
        s_TX_STOP_BIT :
          begin
            o_Tx_Serial <= 1'b1;
            if (r_Clock_Count < CLKS_PER_BIT-1)
              begin
                r_Clock_Count <= r_Clock_Count + 1;
                r_SM_Main     <= s_TX_STOP_BIT;
              end
            else
              begin
                r_Tx_Done     <= 1'b1;
                r_Clock_Count <= 0;
                r_SM_Main     <= s_CLEANUP;
                r_Tx_Active   <= 1'b0;
              end
          end  
        s_CLEANUP :
          begin
            r_Tx_Done <= 1'b1;
            r_SM_Main <= s_IDLE;
          end
        default :
          r_SM_Main <= s_IDLE;
      endcase
    end
  assign o_Tx_Active = r_Tx_Active;
  assign o_Tx_Done   = r_Tx_Done;
endmodule
[flow/run.sh]
#!/bin/bash
# OpenROAD 26Q1-2900-gdf79404cd8, Yosys 0.63+post, stock flow scripts
make -C /OpenROAD-flow-scripts/flow DESIGN_CONFIG=/design/flow/config.mk WORK_HOME=/design/flow/orfs finish
==> results.json <==
{
  "rows": 533,
  "drt_first_pass_iters": 6,
  "finalCriticalPeriod_ns": 73.01,
  "fin_tns_setup_ns": 0,
  "wl_microns": 2090000,
  "drv_cap": 1,
  "logic_family": "multiplexers",
  "ant_nets": 0,
  "whs_ns": 0.325,
  "syn_area_sq_um": 634000,
  "cts_hold_buf": 0,
  "p_leak_nw": 218,
  "synth.largest_area_cell": "edfxtp_1",
  "cp_num_buf_inv": 1,
  "cts_tree": "yes",
  "worst_slew_pin_slew_ns": 1.70,
  "cts_buffer_depth": 6,
  "syn_inst": 34200,
  "synthFlopType": "edfxtp_1",
  "edf_count": 16400,
  "die_x_microns": 1460,
  "drc": 0,
  "crit_slowest_cell": "clkdlybuf4s50_1",
  "synthArstFlopShare_pct": 0,
  "area_leaders": "edfxtp_1 (78%), mux2i_1 (12%), o22ai_1 (3.7%), buf_2 (0.96%), nor4_1 (0.78%)",
  "yosys_warnings": 4,
  "slew_viol_final": 2,
  "setup_viol": 0,
  "crit_type": "flip-flop to primary output",
  "synthAoiAreaFrac_pct": 4.59,
  "muxShareOfSynthArea_pct": 13.1,
  "ys_cells": 34200,
  "slowest_delay_ns": 0.74,
  "chip_area_sq_um": 2120000,
  "top_cells_by_count": "edfxtp_1 (16400), mux2i_1 (7714), o22ai_1 (3740), buf_2 (1220), nor4_1 (795)",
  "boundaryPins": 8,
  "warnings": 78,
  "vias": 343000,
  "numSynthFlops": 16600,
  "grt_antenna_before_repair": 135,
  "grt.overflow.total": 0,
  "wl_per_cell_microns": 32.0,
  "required_ns": 280.88,
  "powerDensity_nw_per_um2": 5.58,
  "ys_sh_adder_pct": 0.0394,
  "gp_congestion": 0.941,
  "hold_violations": 0,
  "grt_max_degree": 130,
  "floorplanUtilization_pct": 30.1,
  "drt-initial-drc-count": 23500,
  "cp_top_family": "buffers and inverters",
  "endpoint_kind": "primary output",
  "area_delta_synth_final_pct": 15.2,
  "path_max_fanout": 3,
  "grt_first_pass_wirelength_microns": 2830000,
  "synthXorXnorAreaFrac_pct": 0.0966,
  "startpoint_type": "flip-flop",
  "cts_sinks": 16600,
  "synth_top_area_share_pct": 77.8,
  "arrival_ns": 2.79,
  "synth_seq_share_pct": 78.4,
  "core_area_sq_um": 2110000,
  "violations": "capacitance limit, slew limit",
  "status": "finished with violations",
  "post_cts_resized": 0,
  "most_common_cell": "edfxtp_1",
  "cts_buffers": 1620,
  "avgSynthCellArea_sq_um": 18.6,
  "vdd_drop_max_mv": 0.00503,
  "ys_area_sq_um": 634000,
  "ys_sh_simple_pct": 2.14,
  "ys_types": 85,
  "finalClockSkew_ns": 0.205,
  "grt_use_total_pct": 20.6,
  "grt_pass1_vias": 360000,
  "rsz0062_at_grt": "false",
  "io_buffers": 7,
  "cts_max_level": 7,
  "clock.fmax_ghz": 0.0137,
  "final_layout_size_suffix_gt1_share_pct": 14.0,
  "avgViaCountPerCell": 5.24,
  "clockRootBuffer": "clkbuf_16",
  "postCtsSetupRepairBufs": 0,
  "die_height_microns": 1460,
  "ff2ff_setup_slack_ns": 341.99,
  "worstPathCellList": "clkdlybuf4s50_1",
  "slew_headroom_pct": -14.6,
  "dpl.hpwl_microns": 1230000,
  "finalClockPeriodUsage_pct": 20.8,
  "clkTransAtPathRegs_ns": 0.06,
  "hold_path_class": "flip-flop to flip-flop",
  "clkLatencyLatePin_ns": 1.53
}
cell usage in the layout, fill, tap and decap left out, types with 209 or more instances in the layout:
master     synthesis  layout
o21ai_0          209     209
o22ai_1         3740    3740
clkinv_2           0     281
mux2i_1         7714    7714
a21oi_1          297     297
clkinv_1           2     403
buf_4            228    1836
nor2_4             1     520
diode_2            0     315
nor2_1           751     230
clkbuf_16          0    1637
edfxtp_1       16400   16400
nand2_1          473     427
nor4_1           795     789
clkbuf_1         439     314
nand3_1          259     256
final cells by class:
cell class	count	area, sq um
fill	192000	1380000
sequential	16600	497000
multi-input combinational	15500	132000
clock buffer	1963	42300
tap	28100	35100
timing repair buffer	1902	15000
clock inverter	952	8700
antenna	315	788
inverter	29	109
registers in the layout, summed over array words and instances (netlist names), 3 cells and up:
register	count
byte_cnt	3
uart_rx_inst.r_Rx_Byte	8
Tx_Byte	8
COM_state	4
uart_tx_inst.r_Tx_Data	8
uart_rx_inst.r_Clock_Count	16
addr1	16
uart_tx_inst.r_Bit_Index	3
mem1.memData	16384
uart_tx_inst.r_Clock_Count	16
word	24
wdata1	32
mem1.rdata	32
uart_rx_inst.r_Bit_Index	3
addr0	16
uart_tx_inst.r_SM_Main	3
cntByteTime	32
uart_rx_inst.r_SM_Main	3
power by group:
part	total, mW	internal [mW]	switching [mW]
logic	0.185	0.0556	0.129
clock network	1.69	0.948	0.744
registers	2.21	2.20	0.00782
total	4.08	3.20	0.880
cells by family (layout without fill, tap and decap cells):
group | Yosys count | after routing
flops | 16600 | 16600
mux | 8074 | 8074
compound gates | 4637 | 4637
simple gates | 2694 | 2694
buf+inv | 2049 | 4846
xor+xnor | 70 | 70
fa+ha+maj | 20 | 20
other cells | 1 | 317
path summary, 6_finish.rpt:
path,cells after the start,endpoint,startpoint
max,1,recv_done,recv_done
min,0,uart_rx_inst.r_Rx_Data,uart_rx_inst.r_Rx_Data_R
max reg2reg,16,mem1.rdata[26],addr1[1]
min reg2reg,0,uart_rx_inst.r_Rx_Data,uart_rx_inst.r_Rx_Data_R
through the flow:
stage	instances	cell area (sq um)	utilization (%)	setup slack [ns]	power [mW]
after global placement	62100	679000	32.2	277.48	2.42
final	65400	731000	34.7	278.09	4.08
after CTS	65000	730000	34.6	277.97	4.09
after detailed placement	62100	679000	32.2	277.81	2.43
after global routing	65300	731000	34.7	278.10	4.18
after floorplan	34200	634000	-	279.08	2.38
routing by layer:
layer	global-route usage, %	vias up	share of wire (%)
li1	-	143000	-
met2	28.5	29100	43
met3	22.6	4974	24
met4	9.52	277	5.9
met1	17.4	166000	27
met5	5.76	-	0.59
Power and IR drop assume default switching activity.
